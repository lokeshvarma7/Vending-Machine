--- design/flow/run.sh ---
#!/bin/bash
# OpenROAD 26Q1-2900-gdf79404cd8, Yosys 0.63+post, stock flow scripts
make -C /OpenROAD-flow-scripts/flow DESIGN_CONFIG=/design/flow/config.mk WORK_HOME=/design/flow/orfs finish
--- design/flow/config.mk ---
export PLATFORM = sky130hd
export DESIGN_NAME = vending_machine
export DESIGN_NICKNAME = vending_machine
export VERILOG_FILES = /design/flow/design.v
export SDC_FILE = /design/flow/constraint.sdc
export NUM_CORES = 4
export LEC_CHECK = 1
export CORE_AREA = 10 10 70 70
export DIE_AREA = 0 0 80 80
--- design/flow/constraint.sdc ---
current_design vending_machine

set clk_period 3.4
set clk_io_pct 0.2

create_clock -name clk0 -period $clk_period [get_ports {clk}]

set non_clock_inputs [all_inputs -no_clocks]
set_input_delay [expr $clk_period * $clk_io_pct] -clock clk0 $non_clock_inputs
set_output_delay [expr $clk_period * $clk_io_pct] -clock clk0 [all_outputs]
--- design/flow/design.v ---
module vending_machine(
clk,rst,change,dispense,coin_in
    );
    input clk,rst;
    input [1:0]coin_in;
    reg [1:0]cs,ns;
    parameter S0=2'd0,S1=2'd1,S2=2'd2,S3=2'd3;
    output reg [1:0]change;
    output reg dispense;
    reg [2:0]coin_value;
    always@(posedge clk or posedge rst)begin
        if(rst)begin                         
            cs<=S0;                          
        end else begin                       
            cs<=ns;
        end    
    end
    always@(posedge clk)begin
        case(cs)            
            2'b00: begin
                coin_value<=coin_in;
              if(coin_in==2'd0)begin  
                    change<=2'd0;
                    dispense<=2'd0;
                    coin_value<=3'd0;
                ns<=S0;
                end
              else if(coin_in==2'd1)begin  
                    ns<=S1;
              end  
              else if(coin_in==2'd2)begin
                    ns<=S2;
              end
            end
            2'b01: begin
                 if(coin_in==2'd0 && coin_value==2'd1)begin  
                               change<=2'd1;
                                dispense<=1'b0;
                                ns<=S0;
                  end
                   else if(coin_in==2'd1 && coin_value==2'd1)begin  
                                    ns<=S2;
                                   coin_value<=coin_value+coin_in;
                    end  
                     else if(coin_in==2'd2 && coin_value==2'd1)begin
                                       ns<=S3;
                                    coin_value<=coin_value+coin_in;
                                 end
            end
            2'b10: begin
                 if(coin_in==2'd0 && coin_value==2'd2)begin  
                                          change<=2'd2;
                                           dispense<=1'b0;
                                          ns<=S0;                                         
                             end
                              else if(coin_in==2'd1 && coin_value==2'd2)begin  
                                               ns<=S3;
                                               coin_value<=coin_value+coin_in;
                               end  
                                else if(coin_in==2'd2 && coin_value==2'd2)begin
                                                coin_value<=coin_value+coin_in;
                                                  ns<=S3;
                                            end
            end           
            2'b11:begin
                if(coin_value==2'd3)begin
                    ns<=S0;
                    change<=2'd0;
                    dispense<=1'b1;
                end else if(coin_value==3'd4)begin
                    ns=S0;
                    change<=2'd1;
                    dispense<=1'b1;
                end
            end
        endcase
    end
endmodule
==> results.yml <==
# physical design summary
run_status:
  status: "finished, final reports clean"
finish:
  fin_area_um2: 778
  final_cells: 109
  final_core_util_pct: 22.8
  drive_above_1_share_pct: 11.1
  areaGrowthSynthToFinish_pct: 23.9
floorplanning:
  die_w_um: 80
  row_count: 21
  fp.coreArea_um2: 3420
  chipArea_um2: 6400
  die_h_um: 80
  fp_util_pct: 18.4
  floorplan.io_pins: 7
timing:
  slew_headroom_pct: 55.2
  finalHoldViolations: 0
  finalWorstSetupSlack_ns: 0.976
  fmax_mhz: 413
  period_needed_ns: 2.42
  finalMaxSlewViolations: 0
  setup_viol: 0
  tightest_slew_ns: 0.671
  period_used_pct: 71.3
  rsz0062_at_grt: "false"
  holdWs_ns: 0.347
  final.setup.tns_ns: 0
  skew_ns: 0.00208
drt:
  insertedDiodeCount: 0
  drt_first_iter_violations: 25
  wire_per_inst_um: 9.94
  ant_nets: 0
  drtPass1Iterations: 4
  drcViolationCount: 0
  dr_total_vias: 435
  viasPerCell: 3.99
  finalWirelength_um: 1080
power_and_ir_drop:
  power-per-cell-area_nw_per_um2: 936
  power.leakage_nw: 0.287
  finalPower_mw: 0.729
  ir_drop_uv: 288
logic_synthesis:
  seq_area_frac_synth_pct: 46.2
  synth_flops: 10
  yosys_cells: 54
  syn_avg_cell_area_um2: 11.6
  synth_cells: 54
  yosys-stat-area_um2: 628
  netlist_area_um2: 628
  ys_warn_count: 1
  yosysUniqueCellTypes: 25
clocking:
  post-cts-setup-buffers: 0
  ctsLongestPathBuffers: 2
  hold_buffers: 0
  cts_resized: 0
  path_clk_slew_ns: 0.06
  worstSkewPairLatency_ns: 0.26
  clock-sinks: 10
  htree_num_levels: 1
  cts_buffers: 3
  cts_tree: "done"
  cts_root_buf: "clkbuf_4"
critical_path:
  crit_arrival_ns: 2.32
  end_kind: "register"
  cp_slowest_stage_delay_ns: 0.69
  crit_slowest_cell: "a2111oi_1"
  crit_fanout: 10
  crit_required_ns: 3.29
  start_kind: "input pin"
  cp_cell_sequence: "clkdlybuf4s50_1 > nor2_1 > nand2_1 > a2111oi_1"
  critical_path_class: "in2reg"
placement:
  dp_hpwl_um: 889
  dp.cells: 105
  port_buffers: 6
  place_congestion: 0.807
  placed_area_um2: 742
  dp_slack_ns: 0.699
worst_hold_path:
  hold_path_class: "reg2reg"
global_route:
  grt_pass1_wl_um: 1770
  grt_pass1_vias: 437
  grt_use_total_pct: 3.38
  grt_overflow: 0
  grt_max_degree: 11
  grt_antenna_before_repair: 0
flow_run:
  maxCapViolations: 0
  warning_count: 29
[worst max-delay path, delay by kind of cell]
family          cells  cell delay, ns
compound gates      1            0.69
simple gates        2            0.35
buf+inv             1            0.59
[cell type report]
type / count / area [µm²]
sequential: 10 / 290
timing repair buffer: 6 / 60.1
fill: 374 / 2640
tap: 46 / 57.6
clock buffer: 4 / 36.3
inverter: 4 / 15.0
multi-input combinational: 39 / 319
[layer usage]
layer | vias up | GRT usage [%] | wire length [µm] | share of wire (%)
met2 | 13 | 5.70 | 508 | 47
met3 | 2 | 1.93 | 112 | 10
met1 | 202 | 3.60 | 430 | 40
met4 | 0 | 0.704 | 31 | 2.9
li1 | 218 | - | - | -
met5 | - | 0 | 0 | 0
[path summary, 6_finish.rpt]
check	to	cells past startpoint	slack, ns	start
worst min register to register	cs[1]	0	0.35	ns[1]
worst min-delay path	cs[1]	0	0.35	ns[1]
worst max register to register	change[0]	3	1.28	coin_value[1]
min in group asynchronous	cs[0]	2	0.57	rst
max in group asynchronous	cs[1]	2	2.72	rst
worst max-delay path	change[0]	4	0.98	coin_in[1]
[power by group]
group	leakage (nW)	total (mW)	switching, mW	internal, mW
registers	0.102	0.289	0.0466	0.242
clock network	0.0210	0.103	0.0382	0.0649
logic	0.163	0.337	0.165	0.172
total	0.287	0.729	0.250	0.479
[cells by family (layout without fill, tap and decap cells)]
logic type,after synthesis,count (layout),synth area share (%)
muxes,2,2,3.59
buffers and inverters,5,14,2.99
AOI/OAI and AO/OA,13,13,14.7
adders and majority gates,7,7,15.1
and+or+nand+nor,15,15,14.5
DFF,10,10,46.2
xor gates and xnor gates,2,2,2.79
[layout by cell type, fill, tap and decap left out, types with 2 or more instances in the layout]
| cell type | count |
|---|---|
| ha_1 | 6 |
| a21oi_1 | 3 |
| o21ai_0 | 2 |
| clkbuf_4 | 3 |
| xor2_1 | 2 |
| nor2b_1 | 2 |
| inv_1 | 4 |
| mux2_2 | 2 |
| nor3b_1 | 2 |
| edfxtp_1 | 8 |
| clkdlybuf4s50_1 | 6 |
| nand2_1 | 4 |
| dfrtp_1 | 2 |
| a221o_1 | 2 |
| a211oi_1 | 3 |
[cells in the mapped netlist]
cell       number  area share [%]
a211oi_1        3             3.6
xor2_1          2             2.8
nand3b_1        1             1.2
a2111oi_1       1             1.6
a31oi_1         1             1.0
o41ai_1         1             1.4
nor2_1          1            0.60
fa_1            1             3.2
dfrtp_1         2             8.0
and3_4          1             1.8
edfxtp_1        8              38
nor2b_1         2             2.0
nand3_1         1            0.80
mux2_2          2             3.6
inv_1           4             2.4
ha_1            6              12
nor3b_1         2             2.4
or3b_1          1             1.4
nand2_1         4             2.4
o21ai_0         2             1.6
clkbuf_1        1            0.60
and2_1          1             1.0
a21oi_1         3             2.4
a221o_1         2             3.2
nand2b_1        1             1.0
[registers in the layout (all words and copies together), names as in the netlist]
signal / cells
cs: 2
dispense: 1
change: 2
ns: 2
coin_value: 3
No activity file was given, so power comes from the tool's default toggle rates.
